--- design/flow/run.sh ---
#!/bin/bash
# OpenROAD 26Q1-2900-gdf79404cd8, Yosys 0.63+post, stock flow scripts
make -C /OpenROAD-flow-scripts/flow DESIGN_CONFIG=/design/flow/config.mk WORK_HOME=/design/flow/orfs finish
--- design/flow/config.mk ---
export PLATFORM = sky130hd
export DESIGN_NAME = m_mem_arbiter
export DESIGN_NICKNAME = m_mem_arbiter
export VERILOG_FILES = /design/flow/design.v
export SDC_FILE = /design/flow/constraint.sdc
export NUM_CORES = 4
export LEC_CHECK = 1
export CORE_AREA = 10 10 154 154
export DIE_AREA = 0 0 164 164
--- design/flow/constraint.sdc ---
current_design m_mem_arbiter

set clk_period 4.5
set clk_io_pct 0.2

create_clock -name clk0 -period $clk_period

set non_clock_inputs [all_inputs -no_clocks]
set_input_delay [expr $clk_period * $clk_io_pct] -clock clk0 $non_clock_inputs
set_output_delay [expr $clk_period * $clk_io_pct] -clock clk0 [all_outputs]
--- design/flow/design.v ---
module m_mem_arbiter #(parameter ADDR_WIDTH = 10, parameter DATA_WIDTH = 32)
(
input					mem_rd0_i,
input					mem_wr0_i,
input [ADDR_WIDTH-1:0]	mem_addr0_i,
input [DATA_WIDTH-1:0]	mem_d4wt0_i,
output					mem_accept0_o,
output [DATA_WIDTH-1:0]	mem_d4rd0_o,
input					mem_rd1_i,
input					mem_wr1_i,
input [ADDR_WIDTH-1:0]	mem_addr1_i,
input [DATA_WIDTH-1:0]	mem_d4wt1_i,
output					mem_accept1_o,
output [DATA_WIDTH-1:0]	mem_d4rd1_o,
input					mem_rd2_i,
input					mem_wr2_i,
input [ADDR_WIDTH-1:0]	mem_addr2_i,
input [DATA_WIDTH-1:0]	mem_d4wt2_i,
output					mem_accept2_o,
output [DATA_WIDTH-1:0]	mem_d4rd2_o,
input					mem_rd3_i,
input					mem_wr3_i,
input [ADDR_WIDTH-1:0]	mem_addr3_i,
input [DATA_WIDTH-1:0]	mem_d4wt3_i,
output					mem_accept3_o,
output [DATA_WIDTH-1:0]	mem_d4rd3_o,
output					mem_rd_o,
output					mem_wr_o,
output [ADDR_WIDTH-1:0]	mem_addr_o,
output [DATA_WIDTH-1:0]	mem_d4wt_o,
input [DATA_WIDTH-1:0]	mem_d4rd_i
);
wire [3:0] port_read;
wire [3:0] port_write;
assign port_read = {mem_rd3_i, mem_rd2_i, mem_rd1_i, mem_rd0_i};
assign port_write = {mem_wr3_i, mem_wr2_i, mem_wr1_i, mem_wr0_i};
reg [ADDR_WIDTH-1:0]	mem_addr_r;
always @(*)
	if ((port_read[0] == 1) || (port_write[0] == 1))
		mem_addr_r = mem_addr0_i;
	else if ((port_read[1] == 1) || (port_write[1] == 1))
		mem_addr_r = mem_addr1_i;
	else if ((port_read[2] == 1) || (port_write[2] == 1))
		mem_addr_r = mem_addr2_i;
	else if ((port_read[3] == 1) || (port_write[3] == 1))
		mem_addr_r = mem_addr3_i;
	else
		mem_addr_r = 0;
assign mem_addr_o = mem_addr_r;
reg [3:0] mem_accept_r;
always @(*)
	if ((port_read[0] == 1) || (port_write[0] == 1))
		mem_accept_r = 4'b0001;
	else if ((port_read[1] == 1) || (port_write[1] == 1))
		mem_accept_r = 4'b0010;
	else if ((port_read[2] == 1) || (port_write[2] == 1))
		mem_accept_r = 4'b0100;
	else if ((port_read[3] == 1) || (port_write[3] == 1))
		mem_accept_r = 4'b1000;
	else
		mem_accept_r = 4'b0000;
assign {mem_accept3_o, mem_accept2_o, mem_accept1_o, mem_accept0_o} = mem_accept_r;
reg [DATA_WIDTH-1:0]	mem_d4wt_r;
always @(*)
	casez ({port_read, port_write})
	8'b???????1: mem_d4wt_r = mem_d4wt0_i;
	8'b???0??10: mem_d4wt_r = mem_d4wt1_i;
	8'b??00?100: mem_d4wt_r = mem_d4wt2_i;
	8'b?0001000: mem_d4wt_r = mem_d4wt3_i;
	default: mem_d4wt_r = 0;
	endcase
assign mem_d4wt_o = mem_d4wt_r;
reg mem_wr_r;
always @(*)
	casez ({port_read, port_write})
	8'b???????1: mem_wr_r = 1'b1;
	8'b???0??10: mem_wr_r = 1'b1;
	8'b??00?100: mem_wr_r = 1'b1;
	8'b?0001000: mem_wr_r = 1'b1;
	default: mem_wr_r = 1'b0;
	endcase
assign mem_wr_o = mem_wr_r;
reg mem_rd_r;
always @(*)
	casez ({port_read, port_write})
	8'b???1????: mem_rd_r = 1'b1;
	8'b??10???0: mem_rd_r = 1'b1;
	8'b?100??00: mem_rd_r = 1'b1;
	8'b1000?000: mem_rd_r = 1'b1;
	default: mem_rd_r = 1'b0;
	endcase
assign mem_rd_o = mem_rd_r;
assign mem_d4rd0_o = mem_d4rd_i;
assign mem_d4rd1_o = mem_d4rd_i;
assign mem_d4rd2_o = mem_d4rd_i;
assign mem_d4rd3_o = mem_d4rd_i;
endmodule                 
==> commit_impl_results.txt <==
Add synthesis and place-and-route results

- The first global-routing pass estimated 19,100 um of wire.
* Finish-stage setup viols: 0
- The critical path contains buffers and inverters numbering 2 combined.
- VDD sags by at most roughly 0.018 mV.
* Number of vias per cell after detailed routing: 4.01
* Req. time, crit path: 3600 ps
* # resized after CTS: 0
* Slew at the pin closest to its max-slew limit: 597 ps
- Per STA, the library cell used most along the worst path is clkdlybuf4s50_1.
- For reference, the placement row count at floorplan is approximately 52.
* Post-synthesis sequential area ratio: 0
* Total Negative Setup Slacks: 0 ps
- Overall chip area: 26,900 um2
* Area growth from synthesis to layout: 66.1%
- Initial DRC Count: 176
- Max Fclk: roughly 0.25 GHz
- Setup CP Type: input pin to output port
- All-Layer GR Usage: 0.0913
- Once routing completed, OpenROAD measured the worst setup slack at 505 ps.
* Synthesis Warnings: 1
- Ranked by total cell area, the synthesized netlist is headed by buf_4, o221ai_1, nand2_1.
- Of the available clock period, the critical path in the final layout requires 0.888.
- After floorplanning, the core was sized to cover just over 20,000 um2.
* Element type at the critical path end: output port
- Dominant cell area share: 0.398
- The number of antenna violations at the first check in global routing was 0.
- Diode count: 0
- Total number of vias: between 2k and 3k
* Average size of a mapped cell: 6.36 um2
* Routed Wire Length: 13,400 um
- HPWL after detailed placement: 11,100 um
- Before any placement, the netlist area is recorded as 2420 um2.
* Max-slew violation total from the final report: 0
- Routability congestion estimate: 0.846
* Count of warning messages emitted by the tools: 32
* Area occupied by multi-input gates: roughly 1300 um2
- ANT nets after route: 0
- Entering global routing, the biggest net connects 41 pins.
* Number of primary I/O pins: ~380
* Die x size: 164 um
* Proportion of layout cells with a drive suffix above 1: 0.0458
- The most critical min-delay path falls under input pin to output port.
- Per STA, the worst path is made up of clkdlybuf4s50_1 > or2_4 > o311ai_1 > o221a_1 > clkdlybuf4s50_1.
- # Post-CTS Setup Buffers: 0
- CP Data Arrival Time: 3090 ps
* Crit path max fanout: 13
- Leading area contributor after synthesis: buf_4
- Per the STA report, the cell with the highest stage delay on the worst path is clkdlybuf4s50_1.
- Pre-CTS worst setup slack: approximately 540 ps
* Total cells reported by yosys after synthesis: 380
- Setup repair after global routing missed its margin: false
- Static leakage: 1.38 nW
* DRC Markers: 0
* Vias in the first global route: 3,282
- The share of the core area taken by cells at floorplan is 0.119.
- The run finished with clean final reports.
- Cts hold-fix bufs: 0
* Die y size: 164 um
* Minimum period implied by the final worst setup slack: between 3000 and 4000 ps
- STA classifies the critical path startpoint as an input pin.
- Per STA, the highest per-stage delay on the worst path measures 680 ps.
* Crit path max-delay family: buffers and inverters
- Pwr/cell area: about 85 nW/um2
- Number of buffers added on ports: 224
- The filler cells instantiated in the layout total 2,304.
- Yosys stat area: roughly 2400 um2
- There are 0 flip-flops and latches.
* Final Hold Violation Tally: 0
- Per the GRT congestion report, total overflow comes to 0.
- Before antenna repair, the detailed router went through 4 iterations.
- Per the post-synthesis report, the number of cells in the design is approximately 380.
* Max-cap violations: 0
- Count of clock buffers in the final design: 0
- Registers take 0 um2.
* Wire per inst: 18.4 um
- Per the synthesis report, the number of distinct cell types is 22.
- Per the slew report, the remaining headroom to the max-slew limit stands at 0.602.
[routing by layer]
layer | wire, um | track usage
met4 | 630 | 0.0398
met3 | 1610 | 0.0328
met5 | 0 | 0
met2 | 6490 | 0.165
met1 | 4690 | 0.0923
[synth_stat cells]
cell type  instances
o221a_2            1
nor4_1             1
nor2b_1            3
buf_4            128
nor3_1             2
o21ai_1            1
or2_4              1
o21ai_0           10
o221a_1            9
nor2_1             3
buf_6              1
and2_1            33
clkbuf_1          16
o311ai_1          10
a21oi_1            2
o221ai_1          32
a31oi_1           32
o31ai_1            2
nand2_1           65
buf_2             11
buf_1              3
inv_1             14
[layout make-up]
type                            count  area share
Inverter                           14      0.0131
Timing Repair Buffer              238       0.582
Tap cell                          270      0.0841
Multi-Input combinational cell    207       0.321
[cells by family (layout without fill, tap and decap cells)]
family                 count (synthesis)  after routing  synth area share
and+or+nand+nor                      108            108             0.209
AOI/OAI and AO/OA                     99             99             0.315
buffers and inverters                173            252             0.476
[path summary, 6_finish.rpt]
path	startpoint	endpoint	slack, ps	cells past startpoint
worst max-delay path	mem_rd2_i	mem_addr_o[2]	510	5
worst min-delay path	mem_d4rd_i[20]	mem_d4rd0_o[20]	1800	0
[power by group]
group / switching (W) / internal (W)
Combinational: 0.000109 / 0.000231
Clock: 0 / 0
Sequential: 0 / 0
Total: 0.000109 / 0.000231
[metrics by stage]
stage	cells	util	cell area, um2	power [W]	hold WS [ps]
2_1_floorplan	380	-	2420	0.000156	1830
3_3_place_gp	729	0.198	4020	0.000345	1800
3_5_place_dp	729	0.198	4020	0.000345	1800
4_1_cts	729	0.198	4020	0.000347	1800
5_1_grt	729	0.198	4020	0.000371	1800
6_report	729	0.198	4020	0.000341	1800
[cells in the final DEF, fill, tap and decap left out, drive strengths merged]
master and count:
nand2 65, nor2b 3, nor3 2, o221ai 32, or2 1, a21oi 2, nor4 1, nor2 3
clkdlybuf4s50 222, o311ai 10, a31oi 32, o31ai 2, inv 14, and2 33, buf 16, o221a 10
o21ai 11
Power is estimated from default activity; no workload was simulated.
