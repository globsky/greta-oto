`./design.v`:
```
module pps_async
(
input clk,    
input pps_clk,    
input rst_b,  
input host_cs,
input host_rd,
input host_wr,
input [5:0] host_addr,	 
input [31:0] host_d4wt,
output reg [31:0] host_d4rd,
input event_mark,
input cpu_latch,
output pps_pulse1,
output pps_pulse2,
output pps_pulse3,
output reg pps_event,	 
output pps_irq	 
);
reg write_flag;
reg [5:0] write_addr;
reg [31:0] write_data;
always @(posedge clk or negedge rst_b)
	if (!rst_b)
		write_flag <= 1'b0;
  else if (host_cs & host_wr)
		write_flag <= ~write_flag;
always @(posedge clk or negedge rst_b)
	if (!rst_b) begin
		write_addr <= 'd0;
		write_data <= 'd0;
	end
  else if (host_cs & host_wr) begin
		write_addr <= host_addr;
		write_data <= host_d4wt;
	end
reg write_flag_d1;
reg write_flag_d2;
wire write_flag_pps;
assign write_flag_pps = write_flag_d1 ^ write_flag_d2;
always @(posedge pps_clk or negedge rst_b)
	if (!rst_b) begin
		write_flag_d1 <= 1'b0;
		write_flag_d2 <= 1'b0;
	end
  else begin
		write_flag_d1 <= write_flag;
		write_flag_d2 <= write_flag_d1;
	end
reg latch_flag;
reg latch_flag_d1, latch_flag_d2;
wire cpu_latch_flag;
assign cpu_latch_flag = latch_flag_d1 ^ latch_flag_d2;
always @(posedge clk or negedge rst_b)
	if (!rst_b)
		latch_flag <= 1'b0;
  else if (cpu_latch)
		latch_flag <= ~latch_flag;
always @(posedge pps_clk or negedge rst_b)
	if (!rst_b) begin
		latch_flag_d1 <= 1'b0;
		latch_flag_d2 <= 1'b0;
	end
  else begin
		latch_flag_d1 <= latch_flag;
		latch_flag_d2 <= latch_flag_d1;
	end
reg pps_enable, int_enable;
reg em_enable, em_polar;
reg [29:0] pulse_interval;
reg [29:0] pulse_adjust;
reg pulse1_enable, pulse1_polar;
reg [15:0] pulse1_delay;
reg [29:0] pulse1_width;
reg pulse2_enable, pulse2_polar;
reg [15:0] pulse2_delay;
reg [29:0] pulse2_width;
reg pulse3_enable, pulse3_polar;
reg [15:0] pulse3_delay;
reg [29:0] pulse3_width;
reg [30:0] clk_count_latch_cpu;
reg [7:0] pulse_count_latch_cpu;
reg [30:0] clk_count_latch_em;
reg [7:0] pulse_count_latch_em;
always @(posedge pps_clk or negedge rst_b)
	if (!rst_b) begin
		pps_enable      <= 1'b0;
		int_enable      <= 1'b0;
		em_enable       <= 1'b0;
		em_polar        <= 1'b0;
		pulse_interval  <= 'd0;
		pulse1_enable   <= 1'b0;
		pulse1_polar    <= 1'b0;
		pulse1_delay    <= 'd0;
		pulse1_width    <= 'd0;
		pulse2_enable   <= 1'b0;
		pulse2_polar    <= 1'b0;
		pulse2_delay    <= 'd0;
		pulse2_width    <= 'd0;
		pulse3_enable   <= 1'b0;
		pulse3_polar    <= 1'b0;
		pulse3_delay    <= 'd0;
		pulse3_width    <= 'd0;
	end
	else if (write_flag_pps) begin
		case (write_addr)
			'h0           : {int_enable, pps_enable} <= write_data[1:0];
			'h1        : {em_polar, em_enable} <= write_data[1:0];
			'h2 : pulse_interval <= write_data[29:0];
			'h4    : {pulse1_polar, pulse1_enable, pulse1_delay} <= write_data[17:0];
			'h5   : pulse1_width   <= write_data[29:0];
			'h6    : {pulse2_polar, pulse2_enable, pulse2_delay} <= write_data[17:0];
			'h7   : pulse2_width   <= write_data[29:0];
			'h8    : {pulse3_polar, pulse3_enable, pulse3_delay} <= write_data[17:0];
			'h9   : pulse3_width   <= write_data[29:0];
		endcase
	end
always @ (*) begin
	case (host_addr)
		'h0                  : host_d4rd = {30'h0, int_enable, pps_enable};
		'h1               : host_d4rd = {30'h0, em_polar, em_enable};
		'h2        : host_d4rd = {2'b00, pulse_interval};
		'h4           : host_d4rd = {14'h0, pulse1_polar, pulse1_enable, pulse1_delay};
		'h5          : host_d4rd = {2'b00, pulse1_width};
		'h6           : host_d4rd = {14'h0, pulse2_polar, pulse2_enable, pulse2_delay};
		'h7          : host_d4rd = {2'b00, pulse2_width};
		'h8           : host_d4rd = {14'h0, pulse3_polar, pulse3_enable, pulse3_delay};
		'h9          : host_d4rd = {2'b00, pulse3_width};
		'hc   : host_d4rd = {1'b0, clk_count_latch_cpu};
		'hd : host_d4rd = {24'h0, pulse_count_latch_cpu};
		'he    : host_d4rd = {1'b0, clk_count_latch_em};
		'hf  : host_d4rd = {24'h0, pulse_count_latch_em};
		default                    : host_d4rd = 32'h0;
	endcase
end
reg [30:0] clk_counter;
reg [7:0] pulse_counter;
wire [30:0] counter_next;
wire [30:0] interval_sum;
wire count_match;
assign counter_next = clk_counter + 1;
assign interval_sum = {1'b0, pulse_interval} + {pulse_adjust[29], pulse_adjust};
assign count_match = (counter_next == interval_sum);
always @(posedge pps_clk or negedge rst_b)
	if (!rst_b)
		clk_counter <= 'd0;
	else if (count_match)
		clk_counter <= 'd0;
	else if (pps_enable)
		clk_counter <= counter_next;
always @(posedge pps_clk or negedge rst_b)
	if (!rst_b)
		pulse_counter <= 'd0;
	else if (count_match)
		pulse_counter <= pulse_counter + 1;
always @(posedge pps_clk or negedge rst_b)
	if (!rst_b)
		pulse_adjust <= 'd0;
	else if (count_match)
		pulse_adjust <= 'd0;
	else if (write_flag_pps && (write_addr == 'h3))
		pulse_adjust <= write_data[29:0];
reg [4:0] event_counter;
always @(posedge pps_clk or negedge rst_b)
	if (!rst_b)
		pps_event <= 1'b0;
	else if (count_match)
		pps_event <= 1'b1;
	else if (event_counter == 5'h1f)
		pps_event <= 1'b0;
always @(posedge pps_clk or negedge rst_b)
	if (!rst_b)
		event_counter <= 'd0;
	else if (pps_event)
		event_counter <= event_counter + 1;
assign pps_irq = pps_event & int_enable;
reg pps_signal1, pps_signal2, pps_signal3;
reg signal_pending1, signal_pending2, signal_pending3;
reg [15:0] delay_counter1, delay_counter2, delay_counter3;
reg [29:0] width_counter1, width_counter2, width_counter3;
always @(posedge pps_clk or negedge rst_b)
	if (!rst_b)
		pps_signal1 <= 1'b0;
	else if (count_match && (pulse1_delay == 0))	 
		pps_signal1 <= 1'b1;
	else if (signal_pending1 && (delay_counter1 == pulse1_delay))	 
		pps_signal1 <= 1'b1;
	else if (width_counter1 == pulse1_width)	 
		pps_signal1 <= 1'b0;
always @(posedge pps_clk or negedge rst_b)
	if (!rst_b)
		signal_pending1 <= 1'b0;
	else if (count_match && (pulse1_delay != 0))	 
		signal_pending1 <= 1'b1;
	else if (signal_pending1 && (delay_counter1 == pulse1_delay))	 
		signal_pending1 <= 1'b0;
always @(posedge pps_clk or negedge rst_b)
	if (!rst_b)
		delay_counter1 <= 'd0;
	else if (signal_pending1 && (delay_counter1 == pulse1_delay))	 
		delay_counter1 <= 'd0;
	else if (signal_pending1)	 
		delay_counter1 <= delay_counter1 + 1;
always @(posedge pps_clk or negedge rst_b)
	if (!rst_b)
		width_counter1 <= 'd0;
	else if (width_counter1 == pulse1_width)	 
		width_counter1 <= 'd0;
	else if (pps_signal1)	 
		width_counter1 <= width_counter1 + 1;
always @(posedge pps_clk or negedge rst_b)
	if (!rst_b)
		pps_signal2 <= 1'b0;
	else if (count_match && (pulse2_delay == 0))	 
		pps_signal2 <= 1'b1;
	else if (signal_pending2 && (delay_counter2 == pulse2_delay))	 
		pps_signal2 <= 1'b1;
	else if (width_counter2 == pulse2_width)	 
		pps_signal2 <= 1'b0;
always @(posedge pps_clk or negedge rst_b)
	if (!rst_b)
		signal_pending2 <= 1'b0;
	else if (count_match && (pulse2_delay != 0))	 
		signal_pending2 <= 1'b1;
	else if (signal_pending2 && (delay_counter2 == pulse2_delay))	 
		signal_pending2 <= 1'b0;
always @(posedge pps_clk or negedge rst_b)
	if (!rst_b)
		delay_counter2 <= 'd0;
	else if (signal_pending2 && (delay_counter2 == pulse2_delay))	 
		delay_counter2 <= 'd0;
	else if (signal_pending2)	 
		delay_counter2 <= delay_counter2 + 1;
always @(posedge pps_clk or negedge rst_b)
	if (!rst_b)
		width_counter2 <= 'd0;
	else if (width_counter2 == pulse2_width)	 
		width_counter2 <= 'd0;
	else if (pps_signal2)	 
		width_counter2 <= width_counter2 + 1;
always @(posedge pps_clk or negedge rst_b)
	if (!rst_b)
		pps_signal3 <= 1'b0;
	else if (count_match && (pulse3_delay == 0))	 
		pps_signal3 <= 1'b1;
	else if (signal_pending3 && (delay_counter3 == pulse3_delay))	 
		pps_signal3 <= 1'b1;
	else if (width_counter3 == pulse3_width)	 
		pps_signal3 <= 1'b0;
always @(posedge pps_clk or negedge rst_b)
	if (!rst_b)
		signal_pending3 <= 1'b0;
	else if (count_match && (pulse3_delay != 0))	 
		signal_pending3 <= 1'b1;
	else if (signal_pending3 && (delay_counter3 == pulse3_delay))	 
		signal_pending3 <= 1'b0;
always @(posedge pps_clk or negedge rst_b)
	if (!rst_b)
		delay_counter3 <= 'd0;
	else if (signal_pending3 && (delay_counter3 == pulse3_delay))	 
		delay_counter3 <= 'd0;
	else if (signal_pending3)	 
		delay_counter3 <= delay_counter3 + 1;
always @(posedge pps_clk or negedge rst_b)
	if (!rst_b)
		width_counter3 <= 'd0;
	else if (width_counter3 == pulse3_width)	 
		width_counter3 <= 'd0;
	else if (pps_signal3)	 
		width_counter3 <= width_counter3 + 1;
assign pps_pulse1 = (pps_signal1 & pulse1_enable) ^ pulse1_polar;
assign pps_pulse2 = (pps_signal2 & pulse2_enable) ^ pulse2_polar;
assign pps_pulse3 = (pps_signal3 & pulse3_enable) ^ pulse3_polar;
always @(posedge pps_clk or negedge rst_b)
	if (!rst_b)
		clk_count_latch_cpu <= 'd0;
	else if (cpu_latch_flag)
		clk_count_latch_cpu <= clk_counter;
always @(posedge pps_clk or negedge rst_b)
	if (!rst_b)
		pulse_count_latch_cpu <= 'd0;
	else if (cpu_latch_flag)
		pulse_count_latch_cpu <= pulse_counter;
wire em_signal;
reg em_signal_d;
wire em_latch_flag;
assign em_signal = event_mark ^ em_polar;
assign em_latch_flag = em_signal & (~em_signal_d);	 
always @(posedge pps_clk or negedge rst_b)
	if (!rst_b)
		em_signal_d <= 'd0;
	else
		em_signal_d <= em_signal;
always @(posedge pps_clk or negedge rst_b)
	if (!rst_b)
		clk_count_latch_em <= 'd0;
	else if (em_latch_flag)
		clk_count_latch_em <= clk_counter;
always @(posedge pps_clk or negedge rst_b)
	if (!rst_b)
		pulse_count_latch_em <= 'd0;
	else if (em_latch_flag)
		pulse_count_latch_em <= pulse_counter;
endmodule
```
`./run.sh`:
```
#!/bin/bash
# OpenROAD 26Q1-2900-gdf79404cd8, Yosys 0.63+post, stock flow scripts
make -C /OpenROAD-flow-scripts/flow DESIGN_CONFIG=/design/flow/config.mk WORK_HOME=/design/flow/orfs finish
```
`./config.mk`:
```
export PLATFORM = sky130hd
export DESIGN_NAME = pps_async
export DESIGN_NICKNAME = pps_async
export VERILOG_FILES = /design/flow/design.v
export SDC_FILE = /design/flow/constraint.sdc
export NUM_CORES = 4
export LEC_CHECK = 1
export CORE_UTILIZATION = 40
```
`./constraint.sdc`:
```
current_design pps_async

set clk_period 6.0
set clk_io_pct 0.2

create_clock -name clk0 -period $clk_period [get_ports {clk}]
create_clock -name clk1 -period $clk_period [get_ports {pps_clk}]

set non_clock_inputs [all_inputs -no_clocks]
set_input_delay [expr $clk_period * $clk_io_pct] -clock clk0 $non_clock_inputs
set_output_delay [expr $clk_period * $clk_io_pct] -clock clk0 [all_outputs]
```
==> ci_impl_report.md <==
### Metrics collected by this job

| Metric | Value |
|---|---|
| Sequential cell area | 12960 sq um |
| Worst endpoint required time | around 4.8 ns |
| Most instantiated logic cells after routing | dfrtp_1, mux2_2, xor2_1 |
| Worst Hold End | write_flag_d1 |
| # Cells Yosys | between 2k and 2.5k |
| Post-synthesis sequential area ratio | around half |
| Reg-to-Reg End | clk_counter[23] |
| First-pass GRT wire length | around 120000 um |
| Flop2flop setup slack | 1.07 ns |
| Slew HR | between 40% and 50% |
| Post-synth mux share | around 14% |
| Post-CTS Resized | 0 |
| #FFs+latches synth | ~520 |
| HPWL Detailed | slightly below 60000 um |
| PortBufs | 77 |
| Total power | ~13 mW |
| Combinational gate area | roughly 13000 sq um |
| Die Ht | 261.1 um |
| Number of global-route vias before repair | 19.22k |
| Die area | just under 70000 sq um |
| Max cap viols | 0 |
| Inst Count DP | 3291 |
| Layout cells sized above 1 | a little under a fifth |
| Total negative setup slack | 0 ns |
| Ys flop type | dfrtp_1 |
| CTS tree | yes |
| Fin. Hold Viols | 0 |
| Hold Crit Depth | 0 |
| Worst EP arrival | ~4.3 ns |
| Via-per-instance ratio | roughly 5.7 |
| Post-route ant nets | 0 |
| Yosys stat chip area | 26850 sq um |
| P_leak | about 14 nW |
| Worst R2R Path Depth | 14 |
| Crit path kind | in2out |
| Post-synth EDFFs | 0 |
| Drt first pass iters | 8 |
| Core Area | about 66000 sq um |
| Xor+xnor area frac | approximately an eighth |
| DR iter-0 viols | approximately 1.5k |
| Fp_density | 40.63% |
| FILL cells | approximately 5.8k |
| WL final | just over 80000 um |
| Final setup violation count | 0 |
| Largest fanout on the critical path | 14 |
| Synthesized cell area | roughly 27000 sq um |
| RePlAce Congestion | about 0.96 |
| Top cell excl fill/tap | dfrtp_1 |
| Post-Synth Adder-Cell Area | under 10% |
| Clock transition at path regs | about 0.080 ns |
| Drt drc | 0 |
| Largest logic family | multiplexers |
| Post-CTS Setup Inserts | 0 |
| Largest net degree at the start of global routing | about 140 |
| # rows | roughly 94 |
| Synth-to-layout area growth | 14.24% |
| Die W | approximately 260 um |
| Skew final | approximately 0.027 ns |
| Area fraction in compound gates | 7.147% |
| Reg-to-reg startpoint | pulse_interval[0] |
| Worst slew pin tran | 0.7858 ns |
| Initial antenna violation count | 2 |
| Critical Path Start Type | input pin |
| Final core utilization | a little under half |
| Non-filler cells, final | roughly 3.4k |
| Gr usage total | 25.34% |
| Synth warn | 1 |
| Syn_area_per_cell | roughly 11 sq um |
| Avg WL per Cell | roughly 24 um |
| Status | complete, no violations |
| Setup crit end kind | output pin |
| Max VDD drop | ~0.24 mV |
| # hold bufs at CTS | 0 |
| Sinks on Clock Net | a little over 500 |
| Max-slew violations | 0 |
| Mapped Cells | approximately 2.4k |
| Pwr dens | roughly 420 nW/um^2 |
| I/O pin count | a little over 80 |
| Cell Type Count | 79 |
| Simple Share, Synth | 14.03% |
| Worst Hold Launch | write_flag |
| Min-Delay Path Class | reg2reg |
| RSZ-0062 raised after global routing | no |
| Via Count | 19.21k |
| Global route total overflow | 0 |
| Log Warnings | 38 |
| Async S/R FF share, synth | approximately 100% |
[sequential cells by signal, indices dropped and copies added, names as in the netlist, 16 cells and up]
signal	cells
pulse_adjust	30
width_counter1	30
clk_counter	31
pulse_interval	30
width_counter2	30
clk_count_latch_em	31
pulse1_width	30
pulse3_delay	16
clk_count_latch_cpu	31
pulse2_width	30
pulse3_width	30
write_data	30
width_counter3	30
delay_counter1	16
pulse1_delay	16
delay_counter2	16
pulse2_delay	16
delay_counter3	16
[Yosys cell counts, drive strengths merged, types with 6 or more instances]
cell type | count | area, sq um
dfrtp | 518 | 12960
mux2 | 301 | 3390
nor2 | 220 | 833.3
xor2 | 218 | 1909
xnor2 | 154 | 1356
nand2 | 135 | 506.7
nand3 | 101 | 523.0
clkbuf | 87 | 329.1
nand4 | 78 | 509.2
a22oi | 61 | 457.9
nor4 | 52 | 374.1
o21ai | 49 | 245.2
a21oi | 44 | 220.2
ha | 40 | 500.5
and3 | 39 | 247.7
mux2i | 39 | 390.4
buf | 33 | 209.0
a22o | 27 | 236.5
inv | 26 | 97.59
or3 | 25 | 156.4
nor3 | 24 | 125.1
a221oi | 18 | 157.7
a222oi | 13 | 130.1
and2 | 13 | 83.83
nor2b | 13 | 81.33
and4 | 10 | 90.09
a21o | 9 | 67.56
a211oi | 7 | 52.55
nand3b | 6 | 45.04
o31ai | 6 | 45.04
or2 | 6 | 40.04
[worst max-delay path: stages]
cell	delay (ns)
clkdlybuf4s50_1	0.95
nor2_1	0.24
buf_4	0.23
a22o_1	0.29
a222oi_1	0.57
nand3_1	0.27
clkdlybuf4s50_1	0.47
[kinds of logic after synthesis]
family,Yosys count
simple gates,741
flops,518
other cells,1
fa+ha+maj,41
compound gates,270
xor+xnor,372
mux,340
buf+inv,146
[routing by layer]
metal / share of wire, % / track usage, %
met5: 0 / 0
met2: 45 / 37.22
met4: 2.6 / 5.766
met1: 46 / 39.49
met3: 7.0 / 5.985
[power by group]
group	switching (mW)	leakage, nW	internal (mW)
Combinational	1.84	6.34	1.71
Sequential	1.15	6.94	4.23
Clock	1.53	1.00	2.32
Total	4.52	14.3	8.26
[stage by stage]
step	hold WS [ns]	area (sq um)	setup WS (ns)
floorplan	0.3715	26850	2.058
global placement	0.3809	28620	0.6605
detailed placement	0.3839	28620	0.5853
CTS	0.1212	30680	0.5862
global route	0.1324	30680	0.4463
finish	0.1362	30680	0.5482
[worst max-delay path by stage]
stage	startpoint	endpoint	cells after the start
6_report	host_addr[3]	host_d4rd[13]	7
4_1_cts	host_addr[3]	host_d4rd[6]	7
5_1_grt	host_addr[3]	host_d4rd[4]	7
[area by class of cell]
type | count | area share (%)
clock inverter | 24 | 1.052
antenna | 1 | 0.008157
clock buffer | 83 | 5.665
sequential | 518 | 42.25
timing repair buffer | 118 | 3.695
multi-input combinational | 1765 | 43.49
tap | 864 | 3.524
inverter | 26 | 0.3181
Power is estimated from default activity; no workload was simulated.
